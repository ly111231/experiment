**./design.v**
```verilog
module bcd7seg(
    input   [3:0]       b,
    output  reg [7:0]   h
);
    always @(*) begin
        case(b)
            4'd0 : h = 8'b11111100;
            4'd1 : h = 8'b01100000; 
            4'd2 : h = 8'b11011010; 
            4'd3 : h = 8'b11110010;
            4'd4 : h = 8'b01100110;
            4'd5 : h = 8'b10110110;
            4'd6 : h = 8'b10111110;
            4'd7 : h = 8'b11100000;
            4'd8 : h = 8'b11111110;
            4'd9 : h = 8'b11110110;
            4'ha : h = 8'b11101110;
            4'hb : h = 8'b00111110;
            4'hc : h = 8'b10011100;
            4'hd : h = 8'b01111010;
            4'he : h = 8'b10011110;
            4'hf : h = 8'b10001110;
            default : h = 8'b00000000;
        endcase
    end
endmodule
```
**./run.sh**
```bash
#!/bin/bash
# OpenROAD 26Q1-2900-gdf79404cd8, Yosys 0.63+post, stock flow scripts
make -C /OpenROAD-flow-scripts/flow DESIGN_CONFIG=/design/flow/config.mk WORK_HOME=/design/flow/orfs finish
```
**./config.mk**
```make
export PLATFORM = sky130hd
export DESIGN_NAME = bcd7seg
export DESIGN_NICKNAME = bcd7seg
export VERILOG_FILES = /design/flow/design.v
export SDC_FILE = /design/flow/constraint.sdc
export NUM_CORES = 4
export LEC_CHECK = 1
export CORE_AREA = 10 10 70 70
export DIE_AREA = 0 0 80 80
```
**./constraint.sdc**
```tcl
current_design bcd7seg

set clk_period 1.0
set clk_io_pct 0.2

create_clock -name clk0 -period $clk_period

set non_clock_inputs [all_inputs -no_clocks]
set_input_delay [expr $clk_period * $clk_io_pct] -clock clk0 $non_clock_inputs
set_output_delay [expr $clk_period * $clk_io_pct] -clock clk0 [all_outputs]
```
==> CHANGELOG.md <==
### Physical design

- Hpwl dp: 713 um
- Yosys stat area: between 200 and 300 um2
- # Cells Yosys: 35
- Worst hold-check path type: in -> out
- Fp util: 8.75%
- Final min period: around 1.4 ns
- Status: finished with violations
- Via/cell ratio: 3.08
- Setup WS post-layout: -0.436 ns
- Final Hold Vio Count: 0
- Initial DRC count: 1
- Area post-placement: 542 um2
- Core Rows: 21
- FF+latch area: 0 um2
- Final setup TNS: -2.20 ns
- Overall routing resource usage: roughly 2.7%
- OpenROAD warning count: 41
- Final setup vio count: 7
- Synth Area per Inst: ~8.5 um2
- Initial antenna violation count: 0
- Final WL: 866 um
- Critical Path Fanout Max: 4
- Most frequent cells in the layout: 8 x buf_6, 7 x buf_2, 6 x buf_4, 4 x ha_4, 3 x a21oi_2
- Flip-flops: 0
- Pre-antenna DRT Iters: 2
- Ys Warns: 1
- Post-Syn Area: 299 um2
- Diode count: 0
- Via Count: ~310
- Post-DRT Antenna Nets: 0
- Crit end category: output port
- Full die area: ~6400 um2
- MaxCap Viol Count: 0
- Crit path DAT: 1.24 ns
- Pre-CTS setup slack: -1.22 ns
- Filler cells: about 380
- Gate Area: 347 um2
- Failing checks: negative setup slack
- Max-slew violation count: 0
- Dominant logic cell type in the layout: buf_6
- Area Growth Syn to Fin: 120%
- Cells after Synth: 35
- Unrepaired setup endpoints after global routing: yes
- Vias in the first global route: 320
- Power, Total: roughly 0.24 mW
- Critical path startpoint category: primary input
- # IOs: 12
- Worst vdd ir: 128 uV
- Period utilization: 144%
- Layout cells sized above 1: 73.2%
- Residual DRC: 0
- First-pass GRT wire length: between 1 and 1.5 mm
- Seq share, synth: 0%
- Gr ovfl total: 0
- Setup CP Type: in -> out
- Routability congestion estimate: 0.816
- Wire length per cell: 8.49 um
- Port bufs: 11
- Largest net degree at the start of global routing: 8
- Maximum clock rate: just under 0.7 GHz
- Crit path DRT: approximately 0.8 ns
- PwrDens: ~360 nW/um2
- Post-synth cell types: 19
- Core Footprint: between 3000 and 4000 um2
- Lkg Pwr: between 0.2 and 0.3 nW
- Die W: 80 um
- Die y size: 80 um
- CLK BUF: 0
- Fin area: approximately 660 um2
==> per-layer routing <==
| layer | wire [um] | vias to the layer above | part of all wire [%] | track usage [%] |
|---|---|---|---|---|
| met5 | 0 | - | 0 | 0 |
| met4 | 0 | 0 | 0 | 0 |
| met3 | 19 | 0 | 2.2 | 0.227 |
| met2 | 470 | 5 | 54 | 5.14 |
| met1 | 376 | 147 | 43 | 3.37 |
| li1 | - | 162 | - | - |
==> through the flow <==
| step | util, % | std cells | hold slack, ns |
|---|---|---|---|
| after global routing | 19.2 | 102 | 0.910 |
| final | 19.2 | 102 | 0.870 |
| after CTS | 18.4 | 101 | 0.873 |
| after global placement | 15.9 | 97 | 1.53 |
| after detailed placement | 15.9 | 97 | 1.53 |
| after floorplan | - | 35 | 0.487 |
==> what timing repair did <==
| item | 4_1_cts | 5_1_grt |
|---|---|---|
| setup endpoints to repair | 7 | 7 |
| pin swaps | 7 | 2 |
| hold buffers | 0 | 0 |
| resized | 57 | 4 |
| buffers inserted | 4 | 1 |
==> cell families (layout without fill, tap and decap cells) <==
kind of cell             after synthesis  in the layout  synth area share, %
AND-OR/OR-AND                          6              6                 14.6
AND/OR/NAND/NOR                        7              7                 13.8
multiplexers                           6              6                 26.8
buffers and inverters                  8             29                 14.2
other                                  1              1                 1.25
adder cells (fa/ha/maj)                7              7                 29.3
==> report_power, final <==
part	total (mW)	switching, mW	internal (mW)
Sequential	0	0	0
Clock	0	0	0
Combinational	0.239	0.0946	0.144
Total	0.239	0.0946	0.144
==> synth_stat cells, drive strengths merged <==
master | number | area share [%]
inv | 5 | 6.3
o32a | 1 | 3.3
mux2 | 3 | 11
nand2 | 1 | 1.3
or2b | 1 | 2.5
a31o | 1 | 2.9
conb | 1 | 1.3
a21oi | 3 | 5.0
mux4 | 1 | 8.8
nor2b | 1 | 2.1
ha | 7 | 29
nand3b | 1 | 2.5
buf | 3 | 7.9
mux2i | 2 | 6.7
nor3 | 2 | 3.3
nand2b | 1 | 2.1
o31a | 1 | 3.3
==> worst max-delay path, stage by stage <==
cell	delay [ns]
buf_8	0.10
buf_6	0.11
inv_8	0.06
ha_4	0.20
mux4_2	0.44
buf_2	0.13
==> area by class of cell <==
type	count	area share, %
timing repair buffer	24	32.6
tap	46	8.76
multi-input combinational	27	52.8
inverter	5	5.90
==> final timing paths <==
| kind | start | to | slack, ns | depth (start not counted) |
|---|---|---|---|---|
| worst min-delay path | b[3] | h[4] | 0.87 | 3 |
| worst max-delay path | b[0] | h[4] | -0.44 | 6 |
Power and IR drop assume default switching activity.
